## flow/config.mk

```make
export PLATFORM = sky130hd
export DESIGN_NAME = BLinkLED_Sys2
export DESIGN_NICKNAME = BLinkLED_Sys2
export VERILOG_FILES = /design/flow/design.v
export SDC_FILE = /design/flow/constraint.sdc
export NUM_CORES = 4
export LEC_CHECK = 1
export CORE_AREA = 10 10 86 86
export DIE_AREA = 0 0 96 96
```

## flow/constraint.sdc

```tcl
current_design BLinkLED_Sys2

set clk_period 2.8
set clk_io_pct 0.2

create_clock -name clk0 -period $clk_period [get_ports {CLOCK_IN}]

set non_clock_inputs [all_inputs -no_clocks]
set_input_delay [expr $clk_period * $clk_io_pct] -clock clk0 $non_clock_inputs
set_output_delay [expr $clk_period * $clk_io_pct] -clock clk0 [all_outputs]
```

## flow/design.v

```verilog
`timescale 1ns / 1ps
module BLinkLED_Sys2(
    input CLOCK_IN,
    input RESET,
    output OUT_HIGH,
    output OUT_LOW 
    );
reg[31:0]blinkcount;
wire clk_in;
wire reset_in;
assign clk_in = CLOCK_IN;
assign reset_in = RESET;
assign OUT_HIGH = blinkcount[21];
assign OUT_LOW = blinkcount[20];
always @(posedge clk_in) 
if (reset_in) begin 
	blinkcount <= 32'b0;
end
else
begin
	blinkcount <= blinkcount + 1;
end
endmodule
```

## flow/run.sh

```bash
#!/bin/bash
# OpenROAD 26Q1-2900-gdf79404cd8, Yosys 0.63+post, stock flow scripts
make -C /OpenROAD-flow-scripts/flow DESIGN_CONFIG=/design/flow/config.mk WORK_HOME=/design/flow/orfs finish
```

==> run notes <==
impl run done, here's what came out: status=finished clean, CTS root buf=clkbuf_8, Switching Share=19.8%, fmax=0.539 GHz, CTS H-tree depth=1, number of global-route vias before repair=between 600 and 700, worst path required time=2990 ps, share of flip-flops with an asynchronous set or reset=0%, switching pwr=103 uW, core area=between 5000 and 6000 um^2, Comb pwr share=~2.5%, ANT nets after route=0, setup violators final=0, first-pass GRT wire length=~2.7 mm, period utilization=approximately 66%, Filler cells=616, CP peak stage delay=~610 ps, worst reg2reg setup slack=around 950 ps, final hold violations=0, max reg flops=22, share of cells above drive strength 1=7.41%, initial antenna violation count=0, area delta synth->final=16.7%, Max-slew headroom=73.4%, Seq pwr share=between 60% and 70%, final non-filler cell total=roughly 180, final core utilization=19.7%, count of library flops with an enable pin=0, Final Skew=3.97 ps, Post-synth top cells=22 x dfxtp_1, 12 x nor2_1, 9 x xor2_1, largest area contributor in the netlist=dfxtp_1, vias per cell=3.98, Die Area=9220 um^2, Slew Limit Fails=0, slowest cell on the critical path=or4_1, Synth cell types=25, # Post-CTS Setup Buffers=0, drt total wl=1.56 mm, Die Y=96 um, CTS Buf Count=3, routed wire length per instance=8.69 um, post-cts resize count=0, IO Pins=4, Max-area cell share=between 40% and 50%, count of tool warnings=25, CTS tree=yes, delay-heaviest family, CP=simple AND/OR/NAND/NOR gates, Placed Cells=177, synthesis area per yosys=936 um^2, Core Rows=27, CTS max path bufs=2, GRT Total Usage=3.45%, Biggest register=blinkcount, Cells after Synth=104, Peak supply drop=0.336 mV, Syn Std Cell Area=a little over 900 um^2, GPL Wtd Cong=around 0.75, global route overflow=0, via count=716, Pwr Density=477 nW/um^2, Clock Sinks=22, Die Width=about 96 um, final worst path period need=1850 ps, Max-Cap Viols=0, Crit Path Category=flop to flop, Bufs and invs on worst path=0, # hold bufs at CTS=0, register area share after synthesis=~47%, crit-path cells=and4_1 > nand4_1 > or4_1 > a21oi_1, Fin Setup TNS=0 ps, final HPWL from detailed placement=~1.1 mm, Worst Max-Slew Pin Slew=397 ps, diodes inserted=0, Yosys top cell by instances=dfxtp_1, Pint=418 uW, Residual DRC=0, Worst Setup End Kind=flop, Top FF cell, synth=dfxtp_1, clk latency late pin=250 ps, YS warnings=1, clock power share=36.2%, Pleak=0.351 nW, Worst EP arrival=2050 ps, crit path max fanout=12, HP Class=flop to flop, Synth flops=22, Synth area leaders=dfxtp_1 47%, xor2_1 8.4%, nor2_1 4.8%, largest net degree at the start of global routing=23, Avg Synthesized Cell Area=9.00 um^2, Initial Utilization=around 17%, clock-pin slew on the worst setup and hold paths=70 ps, RSZ-0062 raised after global routing=false, initial DRC count=7, Port Buffers=3, biggest regs=blinkcount (22), 1st-pass router iterations=2, # Cells Yosys=104, critical path launch point type=flop
[cell families (layout without fill, tap and decap cells)]
family	Yosys count	after routing	share of synthesized area, %
XOR/XNOR	11	11	10.3
buffers and inverters	6	10	2.54
AND/OR/NAND/NOR	46	46	27.5
adder cells (fa/ha/maj)	1	1	1.34
AND-OR/OR-AND	18	18	11.2
flip-flops	22	22	47.1
[routing by layer]
layer  wire length, um  vias up  GRT usage (%)
met5                 0        -              0
met4                30        0          0.983
met3                28        2          0.786
met2               700        1           5.49
met1               804      330           4.61
li1                  -      383              -
[worst register-to-register path, cell delays in order (launching register included)]
cell	delay, ps
dfxtp_1	400
and4_1	280
nand4_1	360
or4_1	610
a21oi_1	140
[final timing paths]
check | startpoint | to | cells past startpoint
hold reg to reg | blinkcount[0] | blinkcount[0] | 1
setup reg to reg | blinkcount[2] | blinkcount[19] | 4
hold / removal | blinkcount[0] | blinkcount[0] | 1
setup / recovery | blinkcount[2] | blinkcount[19] | 4
[power groups by stage]
stage,clock network (mW),registers (mW),logic (mW)
4_1_cts,0.194,0.319,0.0131
5_1_grt,0.205,0.320,0.0144
6_report,0.189,0.320,0.0128
[layout by cell type (no fill, tap or decap)]
cell type        count
dfxtp_1             22
nor2_1              12
xor2_1               9
a21oi_1              8
nand2_1              6
o21ai_0              6
or3_1                6
nand4_1              5
nand3_1              5
inv_1                3
clkbuf_8             3
clkdlybuf4s50_1      3
and4_1               2
and4_4               2
xnor2_1              2
and3_1               2
o31ai_1              2
or4_1                2
and2_1               1
nand3_2              1
nor2b_1              1
o31a_2               1
nor4_1               1
o21ba_1              1
ha_1                 1
buf_4                1
[through the flow]
stage | instance area [um^2] | setup WS (ps) | power, mW | hold slack, ps
2_1_floorplan | 936 | 1210 | 0.335 | 426
3_3_place_gp | 1050 | 992 | 0.340 | 447
3_5_place_dp | 1050 | 990 | 0.340 | 453
4_1_cts | 1090 | 959 | 0.527 | 474
5_1_grt | 1090 | 759 | 0.539 | 498
6_report | 1090 | 946 | 0.521 | 473
[layout make-up]
| class | instances | area (um^2) | area share (%) |
|---|---|---|---|
| clock buffers | 3 | 41.3 | 3.78 |
| inverters | 3 | 11.3 | 1.03 |
| multi-input cells | 76 | 472 | 43.2 |
| flip-flops and latches | 22 | 440 | 40.3 |
| well taps | 72 | 90.1 | 8.25 |
| repair buffers | 4 | 37.5 | 3.44 |
Power is estimated from default activity; no workload was simulated.
